File: /design/flow/design.v
module full_adder_scratch (sum, cout, a, b, cin);
    input a, b, cin;
    output sum, cout;
    wire w1, w2, w3;
    xor (w1, a, b);
    xor (sum, w1, cin);
    and (w2, cin, w1);
    and (w3, a, b);
    or (cout, w2, w3);
endmodule
module full_adder_scratch_tb ();
    reg a, b, cin;
    wire sum, cout;
    full_adder_scratch fa (sum, cout, a, b, cin);
    initial begin
        $dumpfile("full_adder_scratch.vcd");
        $dumpvars(0, full_adder_scratch_tb);
        a = 0; b = 0; cin = 0; #5;
        a = 0; b = 0; cin = 1; #5;
        a = 0; b = 1; cin = 0; #5;
        a = 0; b = 1; cin = 1; #5;
        a = 1; b = 0; cin = 0; #5;
        a = 1; b = 0; cin = 1; #5;
        a = 1; b = 1; cin = 0; #5;
        a = 1; b = 1; cin = 1; #5;
    end
endmodule
module four_bit_full_adder(
    a, b, cin, sum, cout
);
    input [3:0] a, b;
    input cin;
    output cout;
    output [3:0] sum;
    wire c0, c1, c2;
    full_adder_scratch fa0 ( sum[0], c0, a[0], b[0], cin);
    full_adder_scratch fa1 (sum[1], c1, a[1], b[1], c0);
    full_adder_scratch fa2 (sum[2], c2, a[2], b[2], c1);
    full_adder_scratch fa3 (sum[3], cout, a[3], b[3], c2);
endmodule
module four_bit_full_adder_tb();
    reg [3:0] a, b;
    reg cin;
    wire [3:0] sum;
    wire cout;
    four_bit_full_adder fa(a, b, cin, sum, cout);
    initial begin
        $dumpfile("four_bit_full_adder.vcd");
        $dumpvars(0, four_bit_full_adder_tb);
        cin = 0; a = 4'b1000; b = 4'b0010; #3;
		cin = 0; a = 4'b1000; b = 4'b1000; #3;
		cin = 0; a = 4'b0010; b = 4'b1000; #3;
		cin = 0; a = 4'b0001; b = 4'b0111; #3;
		cin = 0; a = 4'b1010; b = 4'b1011; #3;
		cin = 0; a = 4'b1110; b = 4'b1111; #3;
		cin = 0; a = 4'b1010; b = 4'b1101; #3;
		cin = 1; a = 4'b1000; b = 4'b0010; #3;
		cin = 1; a = 4'b1000; b = 4'b1000; #3;
		cin = 1; a = 4'b0010; b = 4'b1000; #3;
		cin = 1; a = 4'b0001; b = 4'b0111; #3;
		cin = 1; a = 4'b1010; b = 4'b1011; #3;
		cin = 1; a = 4'b1110; b = 4'b1111; #3;
		cin = 1; a = 4'b1010; b = 4'b1101; #3;
    end
endmodule
module bcd_adder (s, cout, a, b, cin);
    input [3:0] a, b;
    input cin;
    output [3:0] s;
    output cout;
    reg cin2 = 0;
    wire [3:0] s0, b0;
    wire w1, w2, w3, w4, w5;
    four_bit_full_adder fbfa0 (a, b, cin, s0, w1);
    and (w2, s0[3], s0[2]);
    and (w3, s0[3], s0[1]);
    or (w4, w1, w2, w3);
    buf (b0[3], 1'b0);
    buf (b0[2], w4);
    buf (b0[1], w4);
    buf (b0[0], 1'b0);
    four_bit_full_adder fbfa1 (b0, s0, cin2, s, cout);
endmodule
module bcd_adder_tb ();
	reg [3:0] a, b;
	reg cin;
	wire cout;
	wire [3:0] s;
	bcd_adder BA(s, cout, a, b, cin);
	initial begin
        $dumpfile("bcd_adder.vcd");
        $dumpvars(0, bcd_adder_tb);
		a = 4'b1001; b = 4'b0100; cin = 1'b0; #50;
		a = 4'b0000; b = 4'b0001; cin = 1'b0; #50;
		a = 4'b0001; b = 4'b0001; cin = 1'b0; #50;
		a = 4'b0010; b = 4'b0001; cin = 1'b0; #50;
		a = 4'b0010; b = 4'b0010; cin = 1'b0; #50;
		a = 4'b0010; b = 4'b0011; cin = 1'b0; #50;
		a = 4'b0101; b = 4'b0001; cin = 1'b0; #50;
		a = 4'b0101; b = 4'b0010; cin = 1'b0; #50;
		a = 4'b1000; b = 4'b0000; cin = 1'b0; #50;
		a = 4'b0110; b = 4'b0011; cin = 1'b0; #50;
		a = 4'b1000; b = 4'b0001; cin = 1'b1; #50;
		a = 4'b1000; b = 4'b0010; cin = 1'b1; #50;
		a = 4'b1000; b = 4'b0011; cin = 1'b1; #50;
		a = 4'b1011; b = 4'b0001; cin = 1'b1; #50;
		a = 4'b0100; b = 4'b1001; cin = 1'b1; #50;
		a = 4'b0110; b = 4'b1000; cin = 1'b1; #50;
		a = 4'b1001; b = 4'b0110; cin = 1'b1; #50;
		a = 4'b1010; b = 4'b0110; cin = 1'b1; #50;
		a = 4'b1101; b = 4'b0100; cin = 1'b1; #50;
		a = 4'b1110; b = 4'b0100; cin = 1'b1; #50;
	end
endmodule
File: /design/flow/run.sh
#!/bin/bash
# OpenROAD 26Q1-2900-gdf79404cd8, Yosys 0.63+post, stock flow scripts
make -C /OpenROAD-flow-scripts/flow DESIGN_CONFIG=/design/flow/config.mk WORK_HOME=/design/flow/orfs finish
File: /design/flow/constraint.sdc
current_design bcd_adder

set clk_period 6.1
set clk_io_pct 0.2

create_clock -name clk0 -period $clk_period

set non_clock_inputs [all_inputs -no_clocks]
set_input_delay [expr $clk_period * $clk_io_pct] -clock clk0 $non_clock_inputs
set_output_delay [expr $clk_period * $clk_io_pct] -clock clk0 [all_outputs]
File: /design/flow/config.mk
export PLATFORM = sky130hd
export DESIGN_NAME = bcd_adder
export DESIGN_NICKNAME = bcd_adder
export VERILOG_FILES = /design/flow/design.v
export SDC_FILE = /design/flow/constraint.sdc
export NUM_CORES = 4
export LEC_CHECK = 1
export CORE_AREA = 10 10 70 70
export DIE_AREA = 0 0 80 80
==> changes_impl.md <==
## Implementation

- Outcome: finished, final reports clean
- Filler cells: 399
- GP Congestion: ~0.83
- Slowest CP cell: clkdlybuf4s50_1
- Tot GR Track Use: 1.67%
- CP cell instances: clkdlybuf4s50_1, inv_1, fa_1, inv_1, fa_1, inv_1, fa_1, inv_1, fa_1, a21o_1, ha_1, fa_1, ha_1, clkdlybuf4s50_1
- Static leakage: ~0.18 nW
- Fp_density: 6.04%
- Die y size: ~80 um
- # Cells Yosys: 23
- RSZ-0062 raised after global routing: false
- Worst Path Arrival: roughly 4700 ps
- Seq cells: 0
- Aggregate negative setup slack: 0 ps
- Worst EP required: about 5000 ps
- Post-Syn Instances: 23
- Avg Cell Area, Syn: 8.98 um2
- Initial antenna violation count: 0
- Clock network fraction of total power: 0%
- Cell Pwr Density: around 140 nW/um2
- Vias: about 170
- Port bufs: 14
- Chip area line of the yosys report: 206 um2
- Setup-failing EPs final: 0
- Pins Over Slew Limit: 0
- Distinct lib cells: 6
- Initial drt markers: 0
- Maximum VDD drop: 0.0000325 V
- Cycle use final: between 90% and 100%
- Switching part of the total: 32.0%
- Sequential share of the synthesized area: 0%
- Logic gate share of total power: about 100%
- Total Wirelength: 556 um
- Tool warnings: 32
- Post-DP HPWL: 534 um
- Total die area: 6400 um2
- Sequential cell area: 0 um2
- Largest net degree at the start of global routing: 3
- Max-Cap Viols: 0
- Synthesized area: ~210 um2
- Die Wd: 80 um
- Relative slew margins: about 93%
- Critical path class: in -> out
- Area Overhead vs Synth: 86.1%
- Ant. Diodes: 0
- Reg power frac: 0%
- TritonRoute pass-1 iters: 1
- Switch Pwr: 16.7 uW
- Hold_buf cts: 0
- Core ar.: around 3400 um2
- Total number of yosys warnings: 1
- Drt drc: 0
- Gr ovfl total: 0
- Hold Vio Cnt, Final: 0
- Startpoint Class: primary input
- DR vias/cell: 2.08
- First-pass GRT wire length: 848 um
- Rows: 21
- Clkbuf count: 0
- CP Capture Type: output port
- Vias in the first global route: 171
- Internal: 35.5 uW
- Highest clock rate: roughly 0.17 GHz
- Ports: 14
- CP Max Fanout: 2
- Share of layout cells above drive strength 1: a little under 3%
- Hold Crit Class: in -> out
- Final hold slack: 3410 ps
- Crit-path most repeated cell: fa_1
- Crit path time final: 5900 ps
- DR WL/cell: 6.95 um
- Final ANT Viol Nets: 0
- Worst slew pin tran: 105 ps
- Slowest stage delay, CP: between 400 and 500 ps
- Overall power: 52.2 uW
==> metal layers <==
| layer | track usage, % | part of all wire [%] | vias to the layer above |
|---|---|---|---|
| li1 | - | - | 80 |
| met1 | 2.81 | 57 | 72 |
| met2 | 1.28 | 16 | 14 |
| met3 | 1.59 | 27 | 0 |
| met4 | 0 | 0 | 0 |
| met5 | 0 | 0 | - |
==> through the flow <==
| step | setup slack (ps) | instances | utilization, % | area, um2 |
|---|---|---|---|---|
| 6_report | 197 | 80 | 11.2 | 384 |
| 5_1_grt | 8.58 | 80 | 11.2 | 384 |
| 4_1_cts | 49.9 | 79 | 11.0 | 374 |
| 3_5_place_dp | 67.9 | 79 | 11.0 | 374 |
| 3_3_place_gp | 115 | 79 | 11.0 | 374 |
| 2_1_floorplan | 1020 | 23 | - | 206 |
==> timing repair <==
| action | CTS | global route |
|---|---|---|
| endpoints found under the setup margin | 0 | 1 |
| gates resized | 0 | 1 |
| buffers inserted | 0 | 1 |
==> placed cells by master (no fill, tap or decap) <==
master and n:
dlymetal6s2s_1 1, ha_1 2, fa_1 5, inv_1 10, clkdlybuf4s50_1 13, buf_4 1
a21o_1 1, nand2b_1 1
==> cells in the mapped netlist <==
master    count  area, um2
a21o_1        1       7.51
buf_4         4       30.0
fa_1          5        100
ha_1          2       25.0
inv_1        10       37.5
nand2b_1      1       6.26
==> worst paths after layout <==
path	end	start	slack (ps)	depth (start not counted)
max	cout	a[0]	200	14
min	s[3]	b[3]	3410	5
==> power groups by stage <==
stage | Sequential [mW] | Clock [mW] | Combinational, mW
CTS | 0 | 0 | 0.0532
finish | 0 | 0 | 0.0522
global route | 0 | 0 | 0.0603
==> cell type report <==
| class | count | area (um2) | area share, % |
|---|---|---|---|
| repair buffers | 15 | 150 | 39.1 |
| multi-input cells | 9 | 139 | 36.2 |
| well taps | 46 | 57.6 | 15.0 |
| inverters | 10 | 37.5 | 9.77 |
==> critical path: cells and delay by family <==
family / cells / cell delay [ps]
buffers and inverters: 6 / 1130
adder cells (fa/ha/maj): 7 / 2100
AND-OR/OR-AND: 1 / 220
==> kinds of logic (layout without fill, tap and decap cells) <==
family	after synthesis	after routing	share of synthesized area, %
AOI/OAI and AO/OA	1	1	3.64
adders and majority gates	7	7	60.6
buffers and inverters	14	25	32.7
and+or+nand+nor	1	1	3.03
Power is estimated from default activity; no workload was simulated.
